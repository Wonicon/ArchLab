$ cat flow/run.sh
#!/bin/bash
# OpenROAD 26Q1-2900-gdf79404cd8, Yosys 0.63+post, stock flow scripts
make -C /OpenROAD-flow-scripts/flow DESIGN_CONFIG=/design/flow/config.mk WORK_HOME=/design/flow/orfs finish
$ cat flow/config.mk
export PLATFORM = sky130hd
export DESIGN_NAME = mips32_alu
export DESIGN_NICKNAME = mips32_alu
export VERILOG_FILES = /design/flow/design.v
export SDC_FILE = /design/flow/constraint.sdc
export NUM_CORES = 4
export LEC_CHECK = 1
export CORE_UTILIZATION = 30
$ cat flow/constraint.sdc
current_design mips32_alu

set clk_period 10.4
set clk_io_pct 0.2

create_clock -name clk0 -period $clk_period

set non_clock_inputs [all_inputs -no_clocks]
set_input_delay [expr $clk_period * $clk_io_pct] -clock clk0 $non_clock_inputs
set_output_delay [expr $clk_period * $clk_io_pct] -clock clk0 [all_outputs]
$ cat flow/design.v
`timescale 1ns / 1ps
module clz #(parameter DATAWIDTH = 32, WIDTH = $clog2(DATAWIDTH)) (
    input [DATAWIDTH - 1:0] in,
    output [DATAWIDTH - 1:0] cnt
);
wire [WIDTH:0] count;
wire [DATAWIDTH - 1:0] x [WIDTH - 1:0];
wire [DATAWIDTH - 1:0] n [WIDTH - 1:0];
genvar i;
generate
    for (i = 0; i < WIDTH; i = i + 1) begin
        if (i == WIDTH - 1) begin
            assign x[i] = in[DATAWIDTH - 1 : 2**i];
            assign count[i] = (x[i] == 0);
            assign n[i-1] = (x[i] == 0) ? in[2**i - 1 : 0] : x[i]; 
        end
        else if (i == 0) begin
            assign x[i] = n[i][2**(i+1) - 1 : 2**i];
            assign count[i] = (x[i] == 0);
        end
        else begin
            assign x[i] = n[i][2**(i+1) - 1 : 2**i];
            assign count[i] = (x[i] == 0);
            assign n[i - 1] = (x[i] == 0) ? n[i][2**i - 1 : 0] : x[i];
        end
    end
endgenerate
assign count[WIDTH] = 1'b0;
assign cnt = (in == 0) ? 6'd32 : count;
endmodule
`timescale 1ns / 1ps
module mips32_adder #(parameter DATAWIDTH = 32) (
    input [DATAWIDTH - 1:0] A_in,
    input [DATAWIDTH - 1:0] B_in,
    input Cin,
    output Zero,
    output Carry,
    output Overflow,
    output Negative,
    output [DATAWIDTH - 1:0] O_out
);
reg [DATAWIDTH:0] result;
always @(A_in or B_in or Cin) begin
    result = {1'b0, A_in} + {1'b0, B_in} + Cin;
end
assign O_out = result[DATAWIDTH - 1:0];
assign Zero = ~(|O_out);
assign Carry = result[DATAWIDTH];
assign Overflow = ((~A_in[DATAWIDTH - 1]) & (~B_in[DATAWIDTH - 1]) & O_out[DATAWIDTH - 1])
                | (A_in[DATAWIDTH - 1] & B_in[DATAWIDTH - 1] & (~O_out[DATAWIDTH - 1]));
assign Negative = O_out[DATAWIDTH - 1];
endmodule
`timescale 1ns / 1ps
module mips32_alu #(parameter DATAWIDTH = 32, SEB = 0, SEH = 1, WIDTH = $clog2(DATAWIDTH)) (
    input [3:0] ALU_op,
    input [DATAWIDTH - 1:0] A_in,
    input [DATAWIDTH - 1:0] B_in,
    output Zero,
    output Less,
    output Overflow_out,
    output reg [DATAWIDTH - 1:0] ALU_out
);
wire Negative, Overflow, Carry;
wire [DATAWIDTH - 1:0] Adder_out;
mips32_adder adder (
    .A_in(A_in),
    .B_in(B_in ^ {DATAWIDTH{ALU_op[0]}}),
    .Cin(ALU_op[0]),
    .Zero(Zero),
    .Negative(Negative),
    .Overflow(Overflow),
    .Carry(Carry),
    .O_out(Adder_out)
);
assign Overflow_out = &{ALU_op[3:1], Overflow};
wire less_out, less_sw;
assign less_sw = ~ALU_op[3] & ALU_op[2] & ALU_op[1] & ALU_op[0];
assign Less = less_sw ? ~Carry : (Overflow ^ Negative);
assign less_out = Less ? 32'd1 : 32'd0;
reg [DATAWIDTH - 1:0] sign_extend;
always @(ALU_op or B_in) begin
    case (ALU_op[0])
    SEB: sign_extend = {{(DATAWIDTH - DATAWIDTH / 4){B_in[DATAWIDTH / 4 - 1]}}, B_in[DATAWIDTH / 4 - 1:0]};
    SEH: sign_extend = {{(DATAWIDTH - DATAWIDTH / 2){B_in[DATAWIDTH / 2 - 1]}}, B_in[DATAWIDTH / 2 - 1:0]}; 
    endcase
end
wire [DATAWIDTH - 1:0] and_out, or_out, xor_out, nor_out;
assign and_out = A_in & B_in;
assign or_out = A_in | B_in;
assign xor_out = A_in ^ B_in;
assign nor_out = ~or_out;
wire [DATAWIDTH - 1:0] cntlz;
clz z0 (
    .in(A_in ^ {DATAWIDTH{ALU_op[0]}}),
    .cnt(cntlz)
);
wire [2:0] ALU_ctr;
mips32_alu_ctrl c0 (
    .ALU_op(ALU_op),
    .ALU_ctr(ALU_ctr)
);
always @(ALU_ctr or cntlz or and_out or or_out or xor_out or nor_out or Adder_out or sign_extend or less_out) begin
    case (ALU_ctr)
       3'd0: ALU_out = cntlz;
       3'd1: ALU_out = xor_out;
       3'd2: ALU_out = or_out;
       3'd3: ALU_out = nor_out;
       3'd4: ALU_out = and_out;
       3'd5: ALU_out = less_out;
       3'd6: ALU_out = sign_extend;
       3'd7: ALU_out = Adder_out;
    endcase
end
endmodule
`timescale 1ns / 1ps
module mips32_alu_ctrl (
    input [3:0] ALU_op,
    output [2:0] ALU_ctr
);
assign ALU_ctr[2] = (!ALU_op[3] & !ALU_op[1]) | (!ALU_op[3] & ALU_op[2] & ALU_op[0]) | (ALU_op[3] & ALU_op[1]);
assign ALU_ctr[1] = (!ALU_op[3] & !ALU_op[2] & !ALU_op[1]) | (ALU_op[3] & !ALU_op[2] & !ALU_op[0]) | (ALU_op[2] & ALU_op[1] & !ALU_op[0]) | (ALU_op[3] & ALU_op[1]);
assign ALU_ctr[0] = (!ALU_op[2] & !ALU_op[1]) | (!ALU_op[3] & ALU_op[2] & ALU_op[0]) | (ALU_op[3] & ALU_op[2] & ALU_op[1]);
endmodule
==> qor.csv <==
metric,value,unit
status,finished clean,
cts_resized,0,
rows,47,
crit_required,8.32,ns
drt_iter0_markers,530,
drv_cap,0,
track_usage,21.36,%
grt_max_degree,54,
synth.distinct_cells,71,
end_kind,output pin,
avgSynthCellArea,6.738,um2
worstHoldPathType,input pin to output pin,
top_cells_by_area,"ha_1 (23%), xor2_1 (8.0%), o21ai_0 (6.6%), a21oi_1 (6.5%), inv_1 (5.6%)",
ys_seq_share,0,%
ys_cells,768,
final-hold-violation-count,0,
finalClockPeriodUsage,80.86,%
antenna_found_initial,0,
yosysWarnings,3,
dr.pass1.iters,5,
powerDensity,61.41,nW/um2
flop-count,0,
slew_viol_final,0,
post_drt_wl_per_cell,17.93,um
top_area_cell,ha_1,
p_leak,0.002754,uW
core_region_area,16700,um2
area_growth,22.12,%
die_w,133.3,um
post-dp-hpwl,15.25,mm
cp.arrival,6.33,ns
chip_area,17780,um2
ant_nets,0,
grt_pass1_wl,29.69,mm
gp_congestion,1.044,
warnings,65,
path_max_fanout,5,
path_class,input pin to output pin,
startpoint_type,input pin,
drive_above_1_share,3.110,%
synthCells,768,
finalSetupViolCount,0,
yosysChipArea,5175,um2
io_buffers,103,
top_area_share,23.21,%
clock_buffer_count,0,
holdWs,5.418,ns
vias_per_cell,5.489,
wl,18.94,mm
worst_slew_pin_slew,0.8268,ns
irDropWorstVdd,0.02050,mV
ff_latch_area,0,um2
num_vias,5796,
grt.overflow.total,0,
grt_pass1_vias,5427,
rsz0062_at_grt,false,
drcViolationCount,0,
initCoreUtil,30.99,%
cts_hold_buf,0,
die_h,133.3,um
cts_setup_buffers,0,
period_minus_slack,8.410,ns
synthesis.area,5175,um2
fin_setup_tns,0,ns
antenna_cells,0,
timing.fmax,118.9,MHz
slew-limit-headroom,44.88,%
io_pins,103,
[report_power, final]
part           switching (uW)  total, uW  internal [uW]  leakage [uW]
clock network               0          0              0             0
logic                     212        388            176       0.00275
registers                   0          0              0             0
[path summary, 6_finish.rpt]
path      start     endpoint  slack, ns  cells after the start
max     B_in[8]         Zero       1.99                     14
min   ALU_op[0]  ALU_out[13]       5.42                      6
[per-stage QoR]
stage / total power, uW / setup slack [ns] / area, um2 / utilization, % / cells
6_report: 388.1 / 1.990 / 6320 / 37.84 / 1056
3_5_place_dp: 383.3 / 2.038 / 6320 / 37.84 / 1056
4_1_cts: 386.2 / 2.012 / 6320 / 37.84 / 1056
3_3_place_gp: 386.3 / 2.016 / 6320 / 37.84 / 1056
5_1_grt: 427.0 / 1.682 / 6320 / 37.84 / 1056
2_1_floorplan: 233.0 / 2.543 / 5175 / - / 768
[cells in the mapped netlist (3+ instances only)]
cell and instances:
buf_1 6, nand3_1 17, o221ai_1 3, xnor2_1 15
o31a_1 3, o22ai_1 3, buf_4 4, a211oi_1 7
or4_1 3, nand2b_1 4, nor2_1 47, a221o_1 5
and3_1 5, o21ai_0 68, nor4_1 5, xor2_1 47
buf_2 3, a21o_1 11, nand4_1 18, o31ai_1 4
nor3_1 11, a31oi_1 4, clkbuf_1 24, nor2b_1 9
mux2i_1 7, a31o_2 4, a21oi_1 67, and2_1 4
ha_1 96, nand2_1 73, o211ai_1 33, inv_1 77
buf_6 7, o21bai_1 5, a22oi_1 3, a221oi_1 26
[cell usage in the layout, fill, tap and decap left out, drive strengths merged, types with 2 or more instances in the layout]
master         instances
inv                   77
xnor2                 15
nor3                  11
or3                    2
buf                   10
a31oi                  4
a221o                  5
and3                   5
a21o                  11
clkdlybuf4s50        102
o31a                   3
o221ai                 3
xor2                  48
nor4                   5
ha                    96
mux2i                  7
a21boi                 2
nor3b                  2
o21ai                 70
nor2                  47
o211ai                34
nand2b                 4
a21oi                 68
nand2                 75
a22oi                  3
a31o                   4
o31ai                  5
o21bai                 5
nor4b                  2
or4                    4
and2                   4
a221oi                26
nor2b                  9
a211oi                 7
nor4bb                 2
nand4                 18
o22ai                  4
nand3                 17
[layer usage]
layer	up-vias	share of wire (%)	track usage, %
li1	2952	-	-
met1	2633	47	31.55
met2	191	45	34.11
met3	20	5.4	1.399
met4	0	2.1	4.482
met5	-	0	0
[critical path, cell delays in order]
cell	delay, ns
clkdlybuf4s50_1	0.49
xor2_1	0.18
ha_1	0.38
a211oi_1	0.30
o21bai_1	0.14
a21o_1	0.20
a21o_1	0.19
a221oi_1	0.61
a31oi_1	0.27
a21o_1	0.23
a21oi_1	0.17
xor2_1	0.21
nor4bb_1	0.36
clkdlybuf4s50_1	0.52
[kinds of logic (layout without fill, tap and decap cells)]
family	after synthesis	after routing	synth area share, %
muxes	7	7	1.354
buffers and inverters	121	189	10.15
and+or+nand+nor	212	212	20.02
adders and majority gates	97	97	23.60
AOI/OAI and AO/OA	268	268	34.07
xor gates and xnor gates	63	63	10.81
[area by class of cell]
class | instances | area [um2]
fillers | 1807 | 10380
inverters | 77 | 289.0
multi-input cells | 647 | 4659
well taps | 220 | 275.3
repair buffers | 112 | 1096
Power figures rest on the tool's default switching activity, not on a simulated workload.
