## /design/flow/config.mk

```make
export PLATFORM = sky130hd
export DESIGN_NAME = mips32_shift
export DESIGN_NICKNAME = mips32_shift
export VERILOG_FILES = /design/flow/design.v
export SDC_FILE = /design/flow/constraint.sdc
export NUM_CORES = 4
export LEC_CHECK = 1
export CORE_UTILIZATION = 30
```

## /design/flow/constraint.sdc

```tcl
current_design mips32_shift

set clk_period 7.8
set clk_io_pct 0.2

create_clock -name clk0 -period $clk_period

set non_clock_inputs [all_inputs -no_clocks]
set_input_delay [expr $clk_period * $clk_io_pct] -clock clk0 $non_clock_inputs
set_output_delay [expr $clk_period * $clk_io_pct] -clock clk0 [all_outputs]
```

## /design/flow/design.v

```verilog
`timescale 1ns / 1ps
module mips32_shift (
    input [31:0] shift_in,
    input [4:0] shift_amount,
    input [1:0] shift_op,
    output [31:0] shift_out
);
wire [1:0] s [4:0];
wire [1:0] op;
wire [31:0] temp_result [5:0];
assign op = {shift_op[0] || shift_op[1], shift_op[0] ^~ shift_op[1]};
assign s[0]  = {op & {2{shift_amount[0]}}};
assign s[1]  = {op & {2{shift_amount[1]}}};
assign s[2]  = {op & {2{shift_amount[2]}}};
assign s[3]  = {op & {2{shift_amount[3]}}};
assign s[4] = {op & {2{shift_amount[4]}}};
reg sign;
always @(shift_op or shift_in)
begin
    case (shift_op)
        2'b10: sign = shift_in[31];
        default: sign = 1'b0;
    endcase
end
assign temp_result[0] = shift_in;
genvar i;
generate
    for (i = 0; i < 5; i = i + 1) begin
        mips32_shift_mux inst (
            .switch(s[i]),
            .shift0(temp_result[i]),
            .shift1({temp_result[i][32 - 1 - 2**i : 0], {2**i{1'b0}}}),
            .shift2({{2**i{sign}}, temp_result[i][32 - 1 : 2**i]}),
            .shift3({temp_result[i][2**i - 1 : 0], temp_result[i][32 - 1 : 2**i]}),
            .shift_out(temp_result[i + 1])
        );
    end
endgenerate
assign shift_out = temp_result[5];
endmodule
`timescale 1ns / 1ps
module mips32_shift_mux #(parameter DATAWIDTH = 32) (
    input [1:0] switch,
    input [DATAWIDTH - 1:0] shift0,
    input [DATAWIDTH - 1:0] shift1,
    input [DATAWIDTH - 1:0] shift2,
    input [DATAWIDTH - 1:0] shift3,
    output reg [DATAWIDTH - 1:0] shift_out
);
always @(switch or shift0 or shift1 or shift2 or shift3)
begin
    case (switch)
        4'b00: 
            begin
                shift_out = shift0;
            end
        4'b01:
            begin
                shift_out = shift1;
            end
        4'b10:
            begin
                shift_out = shift2;
            end
        4'b11:
            begin
                shift_out = shift3;
            end
    endcase
end
endmodule
```

## /design/flow/run.sh

```bash
#!/bin/bash
# OpenROAD 26Q1-2900-gdf79404cd8, Yosys 0.63+post, stock flow scripts
make -C /OpenROAD-flow-scripts/flow DESIGN_CONFIG=/design/flow/config.mk WORK_HOME=/design/flow/orfs finish
```

==> job_summary.md <==
### Metrics collected by this job

| Metric | Value |
|---|---|
| Mean instance size in the synthesized netlist | `6.37 µm²` |
| Vertical die dimension | `approximately 130 µm` |
| Cell Area, Placed | `between 0.005 and 0.006 mm²` |
| Static Leakage | `between 2 and 2.5 nW` |
| Ratio of cells with drive above 1 in the final layout | `7.59%` |
| Total Negative Setup Slacks | `0 ns` |
| Grt ovf | `0` |
| Count of hold-fix buffers inserted at cts | `0` |
| Critical Path Sink Type | `output port` |
| Critical path data required time | `6.24 ns` |
| Cell variety after synth | `88` |
| Max-cap violation count | `0` |
| Post-synth top area cell | `sky130_fd_sc_hd__mux2i_1` |
| Drt via density | `7.07` |
| FFs & Latches | `0` |
| Worst ir drop on vdd | `about 0.00008 V` |
| Fa+ha+maj area frac | `0.484%` |
| Tally of yosys warning messages | `2` |
| Number of input and output port buffers inserted | `71` |
| Transition at the pin with the smallest max-transition slack | `1.06 ns` |
| Pin count of the biggest net entering global routing | `approximately 70` |
| Clock buf count | `0` |
| Share of synthesized area occupied by flip-flops and latches | `0%` |
| Synthesis-to-finish area growth | `15.5%` |
| Cell resize tally after clock tree synthesis | `0` |
| Synth Area in Simple Gates | `31.3%` |
| Placer congestion estimate | `1.07` |
| Gate Count Post-Synth | `812` |
| Worst hold path cell count | `5` |
| Wire per inst | `~27 µm` |
| DR vias | `roughly 7,400` |
| Power per cell area | `roughly 92 mW/mm²` |
| Vias in the first global route | `about 6,900` |
| Portion of synthesized cell area occupied by the leading cell type | `under 10%` |
| Die Outline Area | `about 0.018 mm²` |
| Global routing usage summed across all routing layers | `roughly 32%` |
| CP max FO | `between 70 and 80` |
| Post-route cell area | `0.00597 mm²` |
| Number of search-and-repair iterations in the first detailed-routing pass | `6` |
| Fin crit share | `roughly 88%` |
| Tool Warnings | `33` |
| Share of synthesized cell area in and-or and or-and compound cells | `47.6%` |
| Hold WC Path Type | `input port to output port` |
| Number of setup buffers added after CTS | `0` |
| Run status | `completed` |
| Count of instantiated cells in the yosys netlist | `about 800` |
| Number of DRC violations after detailed routing | `0` |
| Number of antenna violations at the first check in global routing | `0` |
| Max frequency | `145 MHz` |
| Worst setup path class | `input port to output port` |
| Antenna diode count | `0` |
| Boundary pin count | `between 70 and 80` |
| Std-Cell Rows | `47` |
| Worst hold margin | `around 4.4 ns` |
| Share of cell area taken by muxes after synthesis | `roughly a tenth` |
| Cell Count, Final, Fillers Out | `between 1,000 and 1,500` |
| Dominant kind of combinational cell | `AND-OR/OR-AND gates` |
| Final Max Slew Viols | `0` |
| Slew headroom | `between 20% and 30%` |
| Total power of the final layout | `551 µW` |
| Min cycle time layout | `approximately 7 ns` |
| Arrival @ worst endpoint | `about 5.3 ns` |
| Effective utilization at floorplan | `~31%` |
| Placed wire-length estimate after detailed placement | `about 22,000 µm` |
| Global-route wire length before repair | `43,600 µm` |
| Final Hold Fails | `0` |
| Antenna Nets Post-Route | `0` |
| Worst Hold End | `shift_out[7]` |
| Final setup viols | `0` |
| DRC violation total after the first TritonRoute iteration | `approximately 1,300` |
| Cell area after synthesis | `0.00517 mm²` |
| Area reported by Yosys stat | `0.00517 mm²` |
| Horizontal die dimension | `roughly 130 µm` |
| Min-delay src | `shift_amount[3]` |
| CP Launch Type | `input port` |
| Setup repair after global routing missed its margin | `false` |
| Number of filler instances in the final layout | `between 1,500 and 2,000` |
| Placeable core region | `between 0.015 and 0.02 mm²` |
| Total area of sequential cells | `0 µm²` |
| WL final | `28,800 µm` |
| Share of the synthesized netlist area taken by xor and xnor gates | `0%` |
| Largest cells by area after synthesis | `sky130_fd_sc_hd__mux2i_1 (8.7%), sky130_fd_sc_hd__a21oi_1 (6.2%), sky130_fd_sc_hd__nand2_1 (5.7%)` |
| Number of instances in the placed design | `about 1,100` |
-- synth_stat cells (10+ instances only) --
library cell,n
sky130_fd_sc_hd__nor2b_1,10
sky130_fd_sc_hd__nor3b_1,12
sky130_fd_sc_hd__nor2_1,69
sky130_fd_sc_hd__nand3_1,32
sky130_fd_sc_hd__inv_1,16
sky130_fd_sc_hd__clkbuf_1,37
sky130_fd_sc_hd__a22oi_1,14
sky130_fd_sc_hd__o31ai_1,10
sky130_fd_sc_hd__o221ai_1,17
sky130_fd_sc_hd__o2111ai_1,11
sky130_fd_sc_hd__buf_2,37
sky130_fd_sc_hd__a21oi_1,64
sky130_fd_sc_hd__nand2b_1,23
sky130_fd_sc_hd__nor3_1,18
sky130_fd_sc_hd__a31oi_1,12
sky130_fd_sc_hd__mux2i_1,45
sky130_fd_sc_hd__o22ai_1,27
sky130_fd_sc_hd__o211ai_1,28
sky130_fd_sc_hd__nand2_1,78
sky130_fd_sc_hd__o21ai_0,36
-- cell families after synthesis --
logic type               count (synthesis)
multiplexers                            50
adder cells (fa/ha/maj)                  2
buffers and inverters                  109
AND/OR/NAND/NOR                        308
AND-OR/OR-AND                          343
-- routing by layer --
layer  global-route usage [%]  vias to the layer above  share of wire [%]
met5                        0                        -                  0
met4                     16.6                        0                6.0
li1                         -                     3230                  -
met3                     7.96                      128                 12
met2                     47.4                      606                 43
met1                     43.8                     3455                 39
-- power breakdown --
part           internal (mW)  leakage, nW  switching (mW)  total, mW
logic                  0.221         2.17           0.330      0.551
registers                  0            0               0          0
clock network              0            0               0          0
total                  0.221         2.17           0.330      0.551
-- layout make-up --
type                            instances  area, µm²  share of cell area [%]
Inverter                               18       67.6                    1.13
Multi-Input combinational cell        703       4640                    77.6
Tap cell                              220        275                    4.61
Timing Repair Buffer                  109        993                    16.6
-- metrics by stage --
stage,setup slack (ns),utilization [%]
CTS,0.992,35.8
global placement,0.973,35.8
detailed placement,0.989,35.8
finish,0.919,35.8
global route,0.730,35.8
floorplan,2.63,-
-- cells in the final DEF (no fill, tap or decap), types with 10 or more instances in the layout --
cell and count:
sky130_fd_sc_hd__mux2i_1 45, sky130_fd_sc_hd__o2111ai_1 11, sky130_fd_sc_hd__clkdlybuf4s50_1 70, sky130_fd_sc_hd__nand3_1 32, sky130_fd_sc_hd__buf_4 39, sky130_fd_sc_hd__nor2_1 69, sky130_fd_sc_hd__nor3b_1 12, sky130_fd_sc_hd__a31oi_1 12
sky130_fd_sc_hd__nor2b_1 10, sky130_fd_sc_hd__o21ai_0 36, sky130_fd_sc_hd__o211ai_1 28, sky130_fd_sc_hd__o31ai_1 10, sky130_fd_sc_hd__a21oi_1 64, sky130_fd_sc_hd__nand2b_1 23, sky130_fd_sc_hd__a22oi_1 14, sky130_fd_sc_hd__o221ai_1 17
sky130_fd_sc_hd__o22ai_1 27, sky130_fd_sc_hd__nor3_1 18, sky130_fd_sc_hd__nand2_1 78, sky130_fd_sc_hd__inv_1 16
-- worst max path at each step --
| stage | from | end | slack [ns] |
|---|---|---|---|
| finish | shift_op[0] | shift_out[31] | 0.92 |
| global route | shift_op[1] | shift_out[17] | 0.73 |
| CTS | shift_op[0] | shift_out[26] | 0.99 |
-- critical path: stages --
cell and delay [ns]:
sky130_fd_sc_hd__clkdlybuf4s50_1 0.40, sky130_fd_sc_hd__inv_1 0.11, sky130_fd_sc_hd__ha_4 0.61, sky130_fd_sc_hd__nand2b_1 0.62, sky130_fd_sc_hd__nor3_1 0.09, sky130_fd_sc_hd__or4_1 0.47, sky130_fd_sc_hd__nor4_4 0.59, sky130_fd_sc_hd__a22oi_1 0.18
sky130_fd_sc_hd__o211ai_1 0.14, sky130_fd_sc_hd__a31oi_1 0.11, sky130_fd_sc_hd__clkdlybuf4s50_1 0.42
Power is estimated from default activity; no workload was simulated.
