$ cat ./design.v
`timescale 1ns / 1ps
module bpu(
    input clk,
    input reset,
    input bpu_w_en,                     
    input [(32 - 1)  : 0] current_pc,         
    input [(32 - 1)  : 0] tag_pc,             
    input [(32 - 1)  : 0] next_pc,            
    output reg [(32 - 1)  : 0] predicted_pc   
);
reg [(32 - 3)  : 0] bpu_pc [((2 ** 6) - 1)   : 0];  
reg bpu_valid [((2 ** 6) - 1)   : 0];             
reg bpu_predict [((2 ** 6) - 1)   : 0];           
integer i;
initial begin
    for (i = 0; i < (2 ** 6); i = i + 1) begin
        bpu_pc[i] = 0;
        bpu_valid[i] = 0;
        bpu_predict[i] = 0;
    end
end
wire [(32 - 3)  : 0] valid_current_pc = current_pc[(32 - 1)  : 2];
wire [(32 - 3)  : 0] valid_tag_pc = tag_pc[(32 - 1)  : 2];
wire [(6 - 1) : 0] predict_tag = valid_current_pc[(6 - 1) : 0];
always @(*) begin
   if (bpu_valid[predict_tag] == 1'b1) begin
       predicted_pc = { bpu_pc[predict_tag], 2'd0 };
   end
   else begin
       predicted_pc = { valid_current_pc + 1, 2'd0 };
   end
end
wire [(6 - 1) : 0] update_tag = tag_pc[(6 - 1) : 0];
wire update_predict = bpu_predict[update_tag];
always @(negedge clk or posedge reset) begin
    if (reset) begin
        for (i = 0; i < (2 ** 6); i = i + 1) begin
            bpu_pc[i] <= 0;
            bpu_valid[i] <= 0;
            bpu_predict[i] <= 0;
        end
    end
    else if (bpu_w_en) begin
        bpu_valid[update_tag] <= 1'b1;
        if (update_predict == 1'b0) begin
            bpu_pc[update_tag] <= next_pc[(32 - 1)  : 2];
        end
        bpu_predict[update_tag] <= ~update_predict;
    end
    else begin
        bpu_predict[update_tag] <= 1'b1 & bpu_valid[update_tag];
    end
end
endmodule
$ cat ./run.sh
#!/bin/bash
# OpenROAD 26Q1-2900-gdf79404cd8, Yosys 0.63+post, stock flow scripts
make -C /OpenROAD-flow-scripts/flow DESIGN_CONFIG=/design/flow/config.mk WORK_HOME=/design/flow/orfs finish
$ cat ./config.mk
export PLATFORM = sky130hd
export DESIGN_NAME = bpu
export DESIGN_NICKNAME = bpu
export VERILOG_FILES = /design/flow/design.v
export SDC_FILE = /design/flow/constraint.sdc
export NUM_CORES = 4
export LEC_CHECK = 1
export CORE_UTILIZATION = 50
$ cat ./constraint.sdc
current_design bpu

set clk_period 11.8
set clk_io_pct 0.2

create_clock -name clk0 -period $clk_period [get_ports {clk}]

set non_clock_inputs [all_inputs -no_clocks]
set_input_delay [expr $clk_period * $clk_io_pct] -clock clk0 $non_clock_inputs
set_output_delay [expr $clk_period * $clk_io_pct] -clock clk0 [all_outputs]
==> reports/results.tsv <==
stage	metric	value	unit
power	power.density	171	nW/um2
worst_setup_path	rr_worst_depth	11	
final_timing	slew_viol_final	0	
drt	first_pass_iters	26	
drt	drc	0	
floorplanning	initCoreUtil	0.504	
drt	dr_total_vias	81169	
worst_setup_path	reg2reg_to	bpu_pc[39][11]	
floorplanning	die_y	424	um
final_timing	rsz0062_at_grt	true	
finish	fillers	13626	
synthesis	synth_area	89000	um2
worst_setup_path	worst-path-max-fanout	4	
worst_setup_path	critPathArrivalTime	9.55	ns
outcome	violations	negative setup slack	
synthesis	syn_area_per_cell	12.4	um2
clocking	clock_latency	0.82	ns
worst_setup_path	rrSetupSlack	8.43	ns
synthesis	yosysUniqueCellTypes	81	
place	dp_cells	9459	
worst_setup_path	cp_data_required_time	9.44	ns
floorplanning	die_w	424	um
final_timing	final.setup_skew	0.0417	ns
final_timing	whs	0.424	ns
clocking	cts_buffers	215	
floorplanning	ios	131	
clocking	clk_pin_slew	0.05	ns
floorplanning	dieArea	180000	um2
power	ir_worst_vdd	0.151	mV
global_route	grt_pass1_wl	707000	um
final_timing	setup_viol	6	
hold_path	hold_depth	2	
place	hpwl	313000	um
final_timing	finalSetupTns	-0.329	ns
finish	final_common_cell	dfrtn_1	
clocking	clock_path_buffers	3	
finish	most-common-layout-cells	dfrtn_1 (2048), o2bb2ai_1 (1352), a22oi_1 (786)	
clocking	holdBufCountCts	0	
global_route	grt_overflow	0	
final_timing	setup_ws	-0.114	ns
clocking	cts_tree	yes	
synthesis	async_flop_share	1.00	
synthesis	synthCells	7177	
flow_run	warnings	93	
global_route	grt_pass1_vias	78049	
global_route	antenna_found_initial	53	
synthesis	enable_flop_cells	0	
final_timing	tightest_slew	1.32	ns
synthesis	ys_cells	7177	
synthesis	synth-seq-area-share	0.576	
place	numPortBuffers	98	
global_route	grt_usage	0.629	
drt	routed_wl	531000	um
flow_run	max-cap-violations	0	
floorplanning	fp-row-count	154	
clocking	clock-root-buffer	clkbuf_16	
drt	routed_via_density	8.14	
drt	drtIter0Drc	9614	
clocking	cts_sinks	2048	
worst_setup_path	crit_type	register to primary output	
power	p_leak	0.0461	uW
worst_setup_path	r2r-start	bpu_predict[8]	
finish	instances_no_fill	9977	
hold_path	min_to	bpu_predict[15]	
final_timing	relSlewSlack	0.118	
finish	syn_to_final_growth	19.1	%
drt	final_antenna_net_count	0	
worst_setup_path	end_kind	primary output	
clocking	htreeDepth	4	
place	gp_congestion	1.08	
worst_setup_path	startpoint_type	register	
outcome	status	finished with violations	
synthesis	yosysChipArea	89000	um2
finish	drive_gt1_frac	0.247	
hold_path	holdCritPathClass	register to register	
synthesis	ys_warn_count	4	
synthesis	synth_top_flop_cell	dfrtn_1	
hold_path	worst_hold_startpoint	bpu_predict[15]	
synthesis	ys_ff	2048	
global_route	grt_max_degree	117	
drt	wire_per_inst	53.2	um
floorplanning	core_region_area	176000	um2
final_timing	finalHoldViolCount	0	
## sequential cells by signal, summed over array words and instances (netlist names)
register and count:
bpu_pc 1920, bpu_predict 64, bpu_valid 64
## report_power, final
| part | total (uW) | switching, uW | leakage [uW] | internal [uW] |
|---|---|---|---|---|
| clock network | 6880 | 3030 | 0.00343 | 3860 |
| logic | 2570 | 1400 | 0.0153 | 1170 |
| registers | 8710 | 591 | 0.0273 | 8120 |
## cells in the mapped netlist, types with 11 or more instances
master | n | area [um2]
nor4_1 | 50 | 313
nand3b_1 | 11 | 82.6
nand2_1 | 337 | 1260
buf_4 | 14 | 105
a31oi_1 | 16 | 100
or4_1 | 14 | 105
buf_2 | 326 | 1630
nand4_1 | 145 | 907
mux2_1 | 85 | 957
mux2i_1 | 36 | 360
a32oi_1 | 23 | 201
buf_6 | 13 | 146
nand3_1 | 72 | 360
a31o_2 | 13 | 114
a221oi_1 | 62 | 543
xnor2_1 | 18 | 158
mux2_4 | 90 | 1350
nor3_1 | 77 | 385
xor2_1 | 12 | 105
o2bb2ai_1 | 1352 | 11800
inv_1 | 13 | 48.8
nand2b_1 | 22 | 138
o22ai_1 | 18 | 113
clkbuf_1 | 409 | 1540
and3_1 | 53 | 332
nor2_1 | 153 | 574
o21ai_0 | 81 | 405
a22oi_1 | 786 | 5900
mux2_2 | 405 | 4560
a21o_1 | 40 | 300
a22o_1 | 79 | 692
buf_1 | 44 | 165
nand2_2 | 30 | 188
and4_1 | 13 | 114
dfrtn_1 | 2048 | 51200
a21oi_1 | 59 | 295
nor2b_1 | 12 | 75.1
## stage by stage
stage / instance area, um2 / power [uW] / util / setup slack [ns]
global route: 106000 / 18600 / 0.600 / -0.137
detailed placement: 97900 / 11000 / 0.554 / -0.251
CTS: 106000 / 18000 / 0.599 / -0.212
floorplan: 89000 / 10100 / - / -24.19
global placement: 97900 / 11000 / 0.554 / -0.264
finish: 106000 / 18200 / 0.601 / -0.114
## cells by family after synthesis
group / synth area share
DFF: 0.576
other: 0.0000421
muxes: 0.0812
AOI/OAI and AO/OA: 0.238
adders and majority gates: 0.000562
and+or+nand+nor: 0.0610
xor gates and xnor gates: 0.00295
buffers and inverters: 0.0409
## worst max-delay path by stage
stage | start | endpoint | cells after the start
CTS | bpu_valid[15] | predicted_pc[9] | 12
global route | bpu_valid[12] | predicted_pc[8] | 14
finish | bpu_pc[48][29] | predicted_pc[31] | 9
## critical path: stages (launching register included)
cell	delay, ns
dfrtn_1	0.34
a22oi_1	0.23
nand4_1	0.13
nor3_1	0.81
and4_2	0.56
nor3b_1	0.23
buf_4	0.19
o32ai_2	0.09
buf_4	0.17
buf_6	0.11
## metal layers
layer	wire [um]	vias up	global-route usage
met5	4140	-	0.226
met4	54700	128	0.478
met3	105000	3178	0.540
met2	198000	8923	0.737
met1	169000	40437	0.704
li1	-	28503	-
## timing repair
| action | in CTS | in global routing |
|---|---|---|
| resized | 206 | 43 |
| endpoints found under the setup margin | 30 | 30 |
| pin swaps | 42 | 19 |
| cloned | 6 | 0 |
| buffers inserted | 32 | 11 |
## layout make-up
type | instances | area, um2 | share of cell area
clock buffers | 339 | 6440 | 0.0607
diodes | 96 | 240 | 0.00226
inverters | 14 | 56.3 | 0.000531
flip-flops and latches | 2048 | 51200 | 0.483
well taps | 2340 | 2930 | 0.0276
repair buffers | 782 | 9040 | 0.0853
multi-input cells | 4309 | 35600 | 0.335
clock inverters | 49 | 542 | 0.00511
Power and IR drop assume default switching activity.
